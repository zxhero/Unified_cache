$ cat flow/config.mk
export PLATFORM = sky130hd
export DESIGN_NAME = dual_port_blockram
export DESIGN_NICKNAME = dual_port_blockram
export VERILOG_FILES = /design/flow/design.v
export SDC_FILE = /design/flow/constraint.sdc
export NUM_CORES = 4
export LEC_CHECK = 1
export CORE_UTILIZATION = 30
$ cat flow/run.sh
#!/bin/bash
# OpenROAD 26Q1-2900-gdf79404cd8, Yosys 0.63+post, stock flow scripts
make -C /OpenROAD-flow-scripts/flow DESIGN_CONFIG=/design/flow/config.mk WORK_HOME=/design/flow/orfs finish
$ cat flow/design.v
module dual_port_blockram
#(
        parameter SINGLE_ELEMENT_SIZE_IN_BITS = 10,
        parameter NUMBER_SETS                 = 64,
        parameter SET_PTR_WIDTH_IN_BITS       = 6
)
(
        input                                            reset_in,
        input                                            clk_in,
        input                                            read_en_in,
        input      [SET_PTR_WIDTH_IN_BITS       - 1 : 0] read_set_addr_in,
        output reg [SINGLE_ELEMENT_SIZE_IN_BITS - 1 : 0] read_element_out,
        input                                            write_en_in,
        input      [SET_PTR_WIDTH_IN_BITS       - 1 : 0] write_set_addr_in,
        input      [SINGLE_ELEMENT_SIZE_IN_BITS - 1 : 0] write_element_in,
        output reg [SINGLE_ELEMENT_SIZE_IN_BITS - 1 : 0] evict_element_out
);
(* ram_style = "block" *) reg [SINGLE_ELEMENT_SIZE_IN_BITS - 1 : 0] blockram [NUMBER_SETS - 1 : 0];
always @(posedge clk_in)
begin
        if(read_en_in)
        begin
                read_element_out <= blockram[read_set_addr_in];
        if(write_en_in)
        begin
                evict_element_out           <= blockram[write_set_addr_in];
                blockram[write_set_addr_in] <= write_element_in;
        end
    end
end
endmodule
$ cat flow/constraint.sdc
current_design dual_port_blockram

set clk_period 15.7
set clk_io_pct 0.2

create_clock -name clk0 -period $clk_period [get_ports {clk_in}]

set non_clock_inputs [all_inputs -no_clocks]
set_input_delay [expr $clk_period * $clk_io_pct] -clock clk0 $non_clock_inputs
set_output_delay [expr $clk_period * $clk_io_pct] -clock clk0 [all_outputs]
==> impl_metrics.csv <==
group,metric,value,unit
critical_path,worstPathArrival,7.09,ns
critical_path,start_kind,"input port",
grt,grt-ovfl-total,0,
final_timing,rsz0062_at_grt,"no",
routing,vias_per_cell,5.71,
power,p_int,3030,µW
floorplanning,fp-row-count,117,
synth,synth-seq-cells,660,
synth,ys_async_sr_fraction,0,
synth,synth_chip_area,30700,µm²
layout,drive_above_1_share,0.267,
power,max-vdd-ir-drop,70.8,µV
synth,top_cell_area_share,0.645,
final_timing,tns,0,ns
grt,antenna_found_initial,4,
clock_tree,cts_root_buf,"clkbuf_16",
floorplanning,dieArea,104000,µm²
routing,wl,99600,µm
synth,synth_area,30700,µm²
clock_tree,cts_buffer_depth,3,
synth,yosys-stat-cells,1770,
clock_tree,cts_setup_buffers,0,
synth,area_leaders,"edfxtp_1, mux4_2, mux2i_1",
synth,ys_warn_count,1,
final_timing,finalHoldViolations,0,
run,warning_count,26,
synth,edf_count,660,
place,place.gp.congestion,0.998,
power,power_density,112,nW/µm²
routing,wl_per_cell,30.4,µm
power,netSwitchingPower,908,µW
synth,ff_type,"edfxtp_1",
floorplanning,die_x,322,µm
grt,grt_start_max_net_pins,82,
layout,area_growth,14.3,%
final_timing,fmax,147,MHz
power,p_seq_frac,0.497,
power,pwr-share-clk,0.416,
clock_tree,ctsHtreeMaxLevel,3,
clock_tree,cts_tree,"built",
routing,ant_nets,0,
clock_tree,cts_made_buffers,71,
routing,vias,18700,
grt,grt_pass1_vias,20300,
floorplanning,core,102000,µm²
floorplanning,ios,46,
layout,postLayoutCellArea,35100,µm²
run,maxCapViolCount,0,
synth,synth_area_per_cell,17.4,µm²
routing,firstDrtPassIters,5,
final_timing,period_minus_slack,6.81,ns
clock_tree,postCtsHoldBufs,0,
critical_path,path_class,"in2reg",
synth,syn_inst,1770,
critical_path,cp-end-kind,"flip-flop",
floorplanning,die_h,322,µm
final_timing,tightestPinTransition,1.02,ns
synth,largest_area_cell,"edfxtp_1",
power,p_leak,0.0111,µW
final_timing,post-route-period-util,0.434,
hold_path,holdCritPathClass,"reg2reg",
grt,grt_first_pass_wirelength,142000,µm
power,p_total,3940,µW
routing,drc,0,
routing,dr.first_iter.drc_count,1676,
layout,fin_util,0.345,
clock_tree,cts_num_sinks,660,
floorplanning,fp_util,0.302,
clock_tree,clk_latency,0.62,ns
synth,postSynthSeqShare,0.645,
final_timing,setup_violations,0,
power,switching_share,0.231,
power,comb_power_share,0.086,
clock_tree,cts_resized,0,
status,status,"finished, final reports clean",
place,dp_hpwl,62500,µm
critical_path,cp_max_fo,81,
place,dpl_cell_area,32900,µm²
final_timing,slew_viol_final,0,
critical_path,worstPathRequired,15.98,ns
clock_tree,clk_pin_slew_worst_paths,0.06,ns
final_timing,slew_headroom,0.313,
final_timing,fin_skew,0.0296,ns
final_timing,timing.hold.ws,0.829,ns
place,io_buffers,44,
synth,synth_cell_types,61,
grt,grtUsageTotal,0.206,
==> power by group through the flow <==
stage | Clock (µW) | Sequential (µW) | Combinational, µW
4_1_cts | 1670 | 1960 | 332
5_1_grt | 1730 | 1960 | 356
6_report | 1640 | 1960 | 340
==> final cells by class <==
| class | count | area, µm² |
|---|---|---|
| flip-flops and latches | 660 | 19800 |
| repair buffers | 157 | 1260 |
| fillers | 9340 | 66600 |
| well taps | 1368 | 1710 |
| inverters | 5 | 18.8 |
| clock inverters | 41 | 394 |
| diodes | 2 | 5.00 |
| clock buffers | 86 | 1850 |
| multi-input cells | 959 | 10100 |
==> cell usage after synthesis (all sizes together) (7+ instances only) <==
cell type and number:
a211oi 20, a21oi 52, a221o 7, a221oi 64
a22o 9, a22oi 45, buf 113, clkbuf 33
edfxtp 660, mux2 56, mux2i 112, mux4 209
nand2 49, nand3 18, nor2 99, nor2b 20
nor3 12, o21ai 38, o22a 7, o22ai 75
or4 12
==> cells by family after synthesis <==
group,after synthesis,synth area share
flip-flops,660,0.645
AND-OR/OR-AND,344,0.0795
multiplexers,377,0.211
buffers and inverters,151,0.0283
AND/OR/NAND/NOR,238,0.0368
==> sequential cells by signal, indices dropped and copies added (netlist names) <==
register,cells
evict_element_out,10
blockram,640
read_element_out,10
==> cells in the final DEF (no fill, tap or decap), types with 18 or more instances in the layout <==
cell type | netlist | final
edfxtp_1 | 660 | 660
mux4_2 | 209 | 209
buf_4 | 29 | 114
mux2i_1 | 112 | 112
nor2_1 | 97 | 96
o22ai_1 | 75 | 75
clkbuf_16 | 0 | 72
a221oi_1 | 58 | 58
a21oi_1 | 52 | 52
nand2_1 | 49 | 49
mux2_2 | 48 | 48
a22oi_1 | 45 | 45
o21ai_0 | 36 | 36
clkdlybuf4s50_1 | 0 | 28
a211oi_1 | 20 | 20
nand3_1 | 18 | 18
==> metal layers <==
metal | part of all wire | track usage | up-vias
li1 | - | - | 7661
met1 | 0.31 | 0.217 | 9341
met2 | 0.45 | 0.298 | 1458
met3 | 0.20 | 0.186 | 247
met4 | 0.037 | 0.0600 | 15
met5 | 0.0028 | 0.0184 | -
==> path summary, 6_finish.rpt <==
check	slack (ns)	start	depth (start not counted)	endpoint
worst max register to register	12.97	blockram[37][4]	6	evict_element_out[4]
worst min-delay path	0.83	blockram[30][6]	4	evict_element_out[6]
worst max-delay path	8.89	write_set_addr_in[1]	10	evict_element_out[7]
worst min register to register	0.83	blockram[30][6]	4	evict_element_out[6]
==> metrics by stage <==
step	setup slack, ns	instances
global placement	8.37	3149
CTS	8.97	3276
finish	8.89	3278
floorplan	10.52	1770
detailed placement	8.36	3149
global route	8.82	3276
==> critical path, cell delays in order <==
cell      delay (ns)
clkbuf_8        0.43
buf_4           0.58
buf_12          0.48
and2b_1         0.43
buf_4           0.34
nand2_1         0.10
o21ai_0         0.10
a221oi_1        0.48
o22ai_1         0.15
or4_1           0.73
No activity file was given, so power comes from the tool's default toggle rates.
