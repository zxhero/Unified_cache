## flow/config.mk

```make
export PLATFORM = sky130hd
export DESIGN_NAME = fifo_queue
export DESIGN_NICKNAME = fifo_queue
export VERILOG_FILES = /design/flow/design.v
export SDC_FILE = /design/flow/constraint.sdc
export NUM_CORES = 4
export LEC_CHECK = 1
export CORE_UTILIZATION = 40
```

## flow/constraint.sdc

```tcl
current_design fifo_queue

set clk_period 6.3
set clk_io_pct 0.2

create_clock -name clk0 -period $clk_period [get_ports {clk_in}]

set non_clock_inputs [all_inputs -no_clocks]
set_input_delay [expr $clk_period * $clk_io_pct] -clock clk0 $non_clock_inputs
set_output_delay [expr $clk_period * $clk_io_pct] -clock clk0 [all_outputs]
```

## flow/design.v

```verilog
module fifo_queue
#(
        parameter QUEUE_SIZE = 16,
        parameter QUEUE_PTR_WIDTH_IN_BITS = 4,
        parameter SINGLE_ENTRY_WIDTH_IN_BITS = 32,
        parameter STORAGE_TYPE = "LUTRAM"
)
(  
        input                                                                   reset_in,
        input                                                                   clk_in,
        output                                                                  is_empty_out,
        output                                                                  is_full_out,
        input           [SINGLE_ENTRY_WIDTH_IN_BITS - 1 : 0]                    request_in,
        input                                                                   request_valid_in,
        output  reg                                                             issue_ack_out,
        output  reg     [SINGLE_ENTRY_WIDTH_IN_BITS - 1 : 0]                    request_out,
        output  reg                                                             request_valid_out,
        input                                                                   issue_ack_in,
        output          [SINGLE_ENTRY_WIDTH_IN_BITS * QUEUE_SIZE - 1 : 0]       fifo_entry_packed_out,
        output          [QUEUE_SIZE - 1 : 0]                                    fifo_entry_valid_packed_out
);
wire [SINGLE_ENTRY_WIDTH_IN_BITS  - 1 : 0] fifo_entry_packed [QUEUE_SIZE - 1 : 0];
wire [QUEUE_SIZE                  - 1 : 0] fifo_entry_valid_packed;
genvar gen;
for(gen = 0; gen < QUEUE_SIZE; gen = gen + 1)
begin
        assign fifo_entry_packed_out[(gen+1) * SINGLE_ENTRY_WIDTH_IN_BITS - 1 : gen * SINGLE_ENTRY_WIDTH_IN_BITS] = fifo_entry_packed[gen];
end
assign fifo_entry_valid_packed_out = fifo_entry_valid_packed;
reg  [QUEUE_PTR_WIDTH_IN_BITS     - 1 : 0] write_ptr;
reg  [QUEUE_PTR_WIDTH_IN_BITS     - 1 : 0] read_ptr;
assign is_full_out  = &fifo_entry_valid_packed;
assign is_empty_out = &(~fifo_entry_valid_packed);
always@(posedge clk_in, posedge reset_in)
begin
        if(reset_in)
        begin
                write_ptr     <= {(QUEUE_PTR_WIDTH_IN_BITS){1'b0}};
                issue_ack_out <= 1'b0;
                read_ptr      <= {(QUEUE_PTR_WIDTH_IN_BITS){1'b0}};
                request_out   <= {(SINGLE_ENTRY_WIDTH_IN_BITS){1'b0}};
                request_valid_out <= 1'b0;
        end
        else
        begin
                if((~is_full_out | (issue_ack_in & is_full_out)) & request_valid_in)
                begin
                        write_ptr     <= write_ptr == {(QUEUE_PTR_WIDTH_IN_BITS){1'b1}} ? {(QUEUE_PTR_WIDTH_IN_BITS){1'b0}} : write_ptr + 1'b1;
                        issue_ack_out <= 1'b1;
                end
                else 
                begin
                        write_ptr     <= write_ptr;
                        issue_ack_out <= 1'b0;
                end
                if(issue_ack_in & fifo_entry_valid_packed[read_ptr])
                begin
                        read_ptr    <= read_ptr == {(QUEUE_PTR_WIDTH_IN_BITS){1'b1}} ? {(QUEUE_PTR_WIDTH_IN_BITS){1'b0}} : read_ptr + 1'b1;
                        request_out <= fifo_entry_packed[read_ptr];
                        request_valid_out <= 1'b1;
                end
                else if(fifo_entry_valid_packed[read_ptr])
                begin
                        read_ptr    <= read_ptr;
                        request_out <= fifo_entry_packed[read_ptr];   
                        request_valid_out <= 1'b1;    
                end
                else
                begin
                        read_ptr    <= read_ptr;
                        request_out <= {(SINGLE_ENTRY_WIDTH_IN_BITS){1'b0}};
                        request_valid_out <= 1'b0;
                end
        end
end
generate
if(STORAGE_TYPE == "LUTRAM")
        for(gen = 0; gen < QUEUE_SIZE; gen = gen + 1)
        begin
                reg [SINGLE_ENTRY_WIDTH_IN_BITS  - 1 : 0] entry;
                reg                                       entry_valid;
                assign fifo_entry_packed[gen]        =    entry;
                assign fifo_entry_valid_packed[gen]  =    entry_valid;
                wire write_qualified = (~is_full_out | (issue_ack_in & is_full_out)) & request_valid_in & gen == write_ptr;
                wire read_qualified  = ~is_empty_out & issue_ack_in & entry_valid & gen == read_ptr;
                always @(posedge clk_in, posedge reset_in)
                begin
                        if (reset_in)
                        begin
                                entry       <= {(SINGLE_ENTRY_WIDTH_IN_BITS){1'b0}};
                                entry_valid <= 1'b0;
                        end
                        else
                        begin
                                if(write_qualified & read_qualified)
                                begin
                                        entry       <= request_in;
                                        entry_valid <= 1'b1;
                                end
                                else
                                begin
                                        if(read_qualified)
                                        begin
                                                entry       <= {(SINGLE_ENTRY_WIDTH_IN_BITS){1'b0}};
                                                entry_valid <= 1'b0;
                                        end
                                        else if(write_qualified)
                                        begin
                                                entry       <= request_in;
                                                entry_valid <= 1'b1;
                                        end
                                        else
                                        begin
                                                entry       <= entry;
                                                entry_valid <= entry_valid;   
                                        end
                                end
                        end
                end
        end
endgenerate
endmodule
```

## flow/run.sh

```bash
#!/bin/bash
# OpenROAD 26Q1-2900-gdf79404cd8, Yosys 0.63+post, stock flow scripts
make -C /OpenROAD-flow-scripts/flow DESIGN_CONFIG=/design/flow/config.mk WORK_HOME=/design/flow/orfs finish
```

==> summary.txt <==
Observations from the implementation run.

Outcome:
- The run finished with clean final reports.

Drt:
- The routed design has ~130000 um of wire.
- After detailed routing, the number of vias per cell comes to 6.334.
- The run gives the tally of nets with antenna violations remaining after routing as 0.
- The run gives the final routed DRC violation total as 0.
- The first TritonRoute pass finished after 8 iterations.
- The run gives the number of DRC markers after the initial detailed-route iteration as approximately 3000.
- The run puts the total vias in the final route at around 26000.
- The run puts the routed length per placed instance at around 32 um.

Final timing:
- Setup repair after global routing left no endpoint under its margin.
- The run puts the worst clock skew at ~0.032 ns.
- The run puts the highest achievable clock rate at 243.0 MHz.
- The run gives the number of endpoints with negative hold slack in the final report as 0.
- The run gives the final number of max-transition violations as 0.
- The run gives the slew of the pin with the lowest slew margin as ~1.0 ns.
- After layout, the worst path uses between 60% and 70% of the clock period.
- From the final report, the count of setup violators was given as 0.
- Adding up every negative setup slack in the final design gives 0 ns.
- The run gives the post-route minimum period as 4.115 ns.
- The run gives the tightest slew margin relative to the limit as 33.09%.

Clock tree:
- The run puts the clock transition at the registers of the reported paths at around 0.060 ns.
- The root buffer cell chosen for the clock tree is sky130_fd_sc_hd__clkbuf_16.
- The run puts the number of buffers added to fix hold violations after cts at 0.
- The run puts the insertion delay of the later-clocked pin in the worst-skew pair at around 0.65 ns.
- The run puts the count of instances resized after the clock tree is built at 0.
- TritonCTS built the clock tree.
- The run puts the number of buffers added for setup after CTS at 0.
- The run puts the number of levels the H-tree was split into at 2.
- The run puts the number of sinks on the clock net at 570.
- Buffers inserted during clock tree synthesis total a little over 60.
- The run gives the maximum clock path buffer count as 3.

Finish:
- The post-route netlist has approximately 8.1% of its cells at a drive strength greater than 1.
- The run puts the design area at 34490 um^2.
- The run gives the core occupancy in the finished layout as between 50% and 60%.
- Compared with the post-synthesis result, the final layout area differs by 32.66%.

Global route:
- The run puts the overall track demand over capacity in global routing at between 40% and 50%.
- The number of antenna violations at the first check in global routing was 5.
- The run gives the via count of the first global-routing pass as between 20000 and 25000.
- The run gives the pin count of the biggest net entering global routing as 99.
- The first global-routing pass estimated between 150000 and 200000 um of wire.
- The run puts the total overflow reported by the global router at 0.

Flow run:
- The run puts the count of maximum capacitance violations at 0.
- The run gives the tool warning count as 32.

Worst setup path:
- Listed in order, past its start point the critical path passes nand4_1 > or4_1 > buf_4 > inv_1 > clkdlybuf4s50_1.
- The run puts the number of cell instances on the worst register-to-register path at 8.
- The critical path runs through a total of 5 cells.
- The run gives the class of the most critical setup path as reg -> out.
- The run gives the category of the worst setup path capture point as an output port.
- STA classifies the critical path startpoint as a flip-flop.
- Max fanout on the critical path was recorded as 18.
- The largest individual stage delay along the critical path comes from the cell sky130_fd_sc_hd__dfrtp_1.
- The cell family contributing the most delay on the critical path is buffers and inverters.
- STA lists the endpoint of the worst register-to-register path as request_out[13].
- According to the timing report, the data required time at the worst endpoint equals slightly above 5 ns.
- The run gives the biggest cell delay along the critical path as approximately 0.56 ns.
- The run gives the launching instance or port of the critical path as genblk2.genblk1[1].entry_valid.
- The run gives the reg-to-reg setup timing slack as 2.32 ns.
- Together, buffers and inverters on the worst path number 3.
- The run gives the start of the worst register-to-register path as read_ptr[0].
- The data arrival time reported for the critical path is 2.85 ns.
- According to the timing report, the critical path is captured at is_full_out.

Floorplanning:
- The run gives the horizontal die size as roughly 260 um.
- The run gives the area of the core region as between 60000 and 70000 um^2.
- The run gives the height of the die as 256.9 um.
- The run puts the core utilization at floorplan at 40.40%.
- The run gives the number of rows in the core area as slightly above 90.
- In this run the count of I/O pins placed on the die edge is approximately 600.
- The run puts the floorplan die area at approximately 66000 um^2.

Yosys:
- Per the synthesis report, the number of distinct cell types is 67.
- For this run, asynchronously set or reset flops after synthesis account for 100.0%.
- The run puts the part of the Yosys area used for sequential elements at 54.87%.
- Counting the warning lines in the Yosys log gives 1.
- The run gives the dominant register cell as sky130_fd_sc_hd__dfrtp_1.
- The run gives the post-synthesis cell count as between 2000 and 3000.
- Counting flops with a built-in enable in the synthesized netlist gives 0.
- The run gives the number of storage elements in the synthesis netlist as 570.
- The run gives the number of cell instances after yosys synthesis as about 2700.
- The average instance in the mapped netlist occupies 9.593 um^2.
- The run gives the combined area of all synthesized cells as 26000 um^2.
- The run puts the synthesized chip area reported by yosys at between 20000 and 30000 um^2.

Placement:
- The run puts the placement-stage cell area at between 30000 and 40000 um^2.
- The run puts the post-detailed-placement half-perimeter wirelength at 88380 um.
- The run puts the final RePlAce weighted congestion at 0.9934.
- The run gives the number of I/O port buffers as ~600.

Power:
- The run puts the power density over cell area at about 550 nW/um^2.
- The run puts the peak supply drop at between 0.3 and 0.4 mV.
- The run puts the overall power after layout at roughly 19000 uW.
- Per the OpenROAD power report, leakage power amounts to 0.01433 uW.

Worst hold path:
- The run gives the type of the most critical hold path as reg -> reg.
## power by group
part / leakage (uW) / internal, uW / switching, uW / total [uW]
clock: 0.00100 / 2180 / 1520 / 3700
combinational: 0.00598 / 4070 / 4070 / 8140
sequential: 0.00735 / 5170 / 2060 / 7230
## layout make-up
class | count | area, um^2
Inverter | 42 | 161.4
Multi-Input combinational cell | 1792 | 10240
Antenna cell | 3 | 7.507
Sequential cell | 570 | 14270
Clock inverter | 14 | 185.2
Timing Repair Buffer | 686 | 6681
Tap cell | 855 | 1070
Fill cell | 5432 | 29860
Clock buffer | 95 | 1867
## registers in the layout, indices dropped and copies added, names as in the netlist
name and count:
genblk2.genblk1.entry 512, request_out 32, genblk2.genblk1.entry_valid 16, read_ptr 4, write_ptr 4, issue_ack_out 1, request_valid_out 1
## worst register-to-register path, stage by stage (launching register included)
cell and delay (ns):
sky130_fd_sc_hd__dfrtp_1 0.88, sky130_fd_sc_hd__ha_4 0.73, sky130_fd_sc_hd__buf_4 0.52, sky130_fd_sc_hd__a2111o_2 0.60, sky130_fd_sc_hd__buf_4 0.36, sky130_fd_sc_hd__o21ai_0 0.14, sky130_fd_sc_hd__a2111oi_0 0.36, sky130_fd_sc_hd__buf_4 0.19
sky130_fd_sc_hd__a211oi_1 0.06
## worst min-delay path by stage
stage                             from                            to  slack [ns]  depth (start not counted)
6_report  genblk2.genblk1[6].entry[28]  genblk2.genblk1[6].entry[28]        0.53                          2
4_1_cts   genblk2.genblk1[4].entry[18]  genblk2.genblk1[4].entry[18]        0.53                          2
5_1_grt   genblk2.genblk1[4].entry[21]  genblk2.genblk1[4].entry[21]        0.57                          2
## logic make-up (layout without fill, tap and decap cells)
logic type / count (synthesis) / count (layout) / share of synthesized area [%]
fa+ha+maj: 8 / 8 / 0.3851
mux: 44 / 44 / 2.065
other cells: 0 / 3 / 0
buf+inv: 348 / 837 / 6.854
compound gates: 868 / 868 / 20.85
xor+xnor: 1 / 1 / 0.03370
flops: 570 / 570 / 54.87
simple gates: 871 / 871 / 14.95
## synthesized netlist by cell type (6+ instances only)
master / n / area (um^2)
sky130_fd_sc_hd__clkbuf_2: 13 / 65.06
sky130_fd_sc_hd__buf_4: 23 / 172.7
sky130_fd_sc_hd__a221o_1: 7 / 70.07
sky130_fd_sc_hd__nand2_1: 397 / 1490
sky130_fd_sc_hd__a21oi_1: 43 / 215.2
sky130_fd_sc_hd__o2111ai_2: 8 / 120.1
sky130_fd_sc_hd__a31oi_1: 15 / 93.84
sky130_fd_sc_hd__a222oi_1: 48 / 480.5
sky130_fd_sc_hd__a311oi_1: 13 / 113.9
sky130_fd_sc_hd__o21ai_1: 25 / 125.1
sky130_fd_sc_hd__nor2_1: 37 / 138.9
sky130_fd_sc_hd__a22oi_1: 62 / 465.5
sky130_fd_sc_hd__buf_2: 100 / 500.5
sky130_fd_sc_hd__mux2_2: 26 / 292.8
sky130_fd_sc_hd__a221oi_1: 37 / 324.1
sky130_fd_sc_hd__o22ai_1: 6 / 37.54
sky130_fd_sc_hd__clkbuf_1: 117 / 439.2
sky130_fd_sc_hd__ha_1: 8 / 100.1
sky130_fd_sc_hd__dfrtp_1: 570 / 14260
sky130_fd_sc_hd__a22o_1: 18 / 157.7
sky130_fd_sc_hd__inv_1: 41 / 153.9
sky130_fd_sc_hd__buf_1: 20 / 75.07
sky130_fd_sc_hd__nand4_1: 14 / 87.58
sky130_fd_sc_hd__a2111oi_0: 6 / 52.55
sky130_fd_sc_hd__o221ai_1: 8 / 70.07
sky130_fd_sc_hd__nand3_1: 378 / 1892
sky130_fd_sc_hd__nor3_1: 8 / 40.04
sky130_fd_sc_hd__a21o_1: 6 / 45.04
sky130_fd_sc_hd__o21ai_0: 513 / 2567
sky130_fd_sc_hd__buf_6: 33 / 371.6
sky130_fd_sc_hd__mux2i_1: 12 / 120.1
sky130_fd_sc_hd__nor2b_1: 12 / 75.07
sky130_fd_sc_hd__a211oi_1: 16 / 120.1
## cells in the final DEF, fill, tap and decap left out, types with 6 or more instances in the layout
| cell type | count |
|---|---|
| sky130_fd_sc_hd__clkbuf_16 | 63 |
| sky130_fd_sc_hd__mux2_2 | 26 |
| sky130_fd_sc_hd__o2111ai_4 | 11 |
| sky130_fd_sc_hd__nor2_1 | 37 |
| sky130_fd_sc_hd__buf_4 | 84 |
| sky130_fd_sc_hd__a221oi_1 | 37 |
| sky130_fd_sc_hd__nand2_1 | 397 |
| sky130_fd_sc_hd__nor3_1 | 7 |
| sky130_fd_sc_hd__a31oi_1 | 15 |
| sky130_fd_sc_hd__o221ai_1 | 8 |
| sky130_fd_sc_hd__clkdlybuf4s50_1 | 598 |
| sky130_fd_sc_hd__a221o_1 | 7 |
| sky130_fd_sc_hd__nand4_1 | 14 |
| sky130_fd_sc_hd__nand3_1 | 370 |
| sky130_fd_sc_hd__dfrtp_1 | 568 |
| sky130_fd_sc_hd__o22ai_1 | 6 |
| sky130_fd_sc_hd__a211oi_1 | 16 |
| sky130_fd_sc_hd__a22oi_1 | 62 |
| sky130_fd_sc_hd__nor2b_1 | 9 |
| sky130_fd_sc_hd__a2111oi_0 | 6 |
| sky130_fd_sc_hd__o21ai_1 | 25 |
| sky130_fd_sc_hd__a22o_1 | 18 |
| sky130_fd_sc_hd__clkbuf_1 | 15 |
| sky130_fd_sc_hd__nand3_2 | 8 |
| sky130_fd_sc_hd__o21ai_0 | 513 |
| sky130_fd_sc_hd__a21o_1 | 6 |
| sky130_fd_sc_hd__clkbuf_8 | 17 |
| sky130_fd_sc_hd__inv_1 | 38 |
| sky130_fd_sc_hd__a222oi_1 | 48 |
| sky130_fd_sc_hd__mux2i_1 | 12 |
| sky130_fd_sc_hd__a21oi_1 | 43 |
| sky130_fd_sc_hd__a311oi_1 | 13 |
## per-stage QoR
stage / hold slack (ns) / setup WS, ns / std cells
after global placement: 0.5094 / 2.451 / 3945
after detailed placement: 0.5169 / 2.373 / 3945
after CTS: 0.5299 / 2.213 / 4054
after global routing: 0.5653 / 2.104 / 4056
final: 0.5271 / 2.185 / 4057
after floorplan: 0.4604 / -2.724 / 2710
## routing by layer
layer | vias to the layer above | GRT usage [%] | part of all wire, %
li1 | 10700 | - | -
met1 | 12500 | 52.70 | 35
met2 | 2044 | 58.87 | 44
met3 | 455 | 17.95 | 14
met4 | 4 | 21.21 | 6.8
met5 | - | 0.3655 | 0.019
Power is estimated from default activity; no workload was simulated.
