===== ./config.mk =====
export PLATFORM = sky130hd
export DESIGN_NAME = single_port_blockram
export DESIGN_NICKNAME = single_port_blockram
export VERILOG_FILES = /design/flow/design.v
export SDC_FILE = /design/flow/constraint.sdc
export NUM_CORES = 4
export LEC_CHECK = 1
export CORE_UTILIZATION = 40

===== ./constraint.sdc =====
current_design single_port_blockram

set clk_period 11.9
set clk_io_pct 0.2

create_clock -name clk0 -period $clk_period [get_ports {clk_in}]

set non_clock_inputs [all_inputs -no_clocks]
set_input_delay [expr $clk_period * $clk_io_pct] -clock clk0 $non_clock_inputs
set_output_delay [expr $clk_period * $clk_io_pct] -clock clk0 [all_outputs]

===== ./design.v =====
module single_port_blockram
#(
    parameter SINGLE_ELEMENT_SIZE_IN_BITS = 10,
    parameter NUMBER_SETS                 = 64,
    parameter SET_PTR_WIDTH_IN_BITS       = 6
)
(
    input                                            reset_in,
    input                                            clk_in,
    input                                            access_en_in,
    input                                            write_en_in,
    input      [SET_PTR_WIDTH_IN_BITS       - 1 : 0] access_set_addr_in,
    input      [SINGLE_ELEMENT_SIZE_IN_BITS - 1 : 0] write_element_in,
    output reg [SINGLE_ELEMENT_SIZE_IN_BITS - 1 : 0] read_element_out
);
(* ram_style = "block" *) reg [SINGLE_ELEMENT_SIZE_IN_BITS - 1 : 0] blockram [NUMBER_SETS - 1 : 0];
always @(posedge clk_in)
begin
    if(access_en_in)
    begin
        read_element_out <= blockram[access_set_addr_in];
        if(write_en_in)
        begin
            blockram[access_set_addr_in] <= write_element_in;
        end
    end
end
endmodule

===== ./run.sh =====
#!/bin/bash
# OpenROAD 26Q1-2900-gdf79404cd8, Yosys 0.63+post, stock flow scripts
make -C /OpenROAD-flow-scripts/flow DESIGN_CONFIG=/design/flow/config.mk WORK_HOME=/design/flow/orfs finish

==> changes_impl.md <==
### Physical design

- Outcome: finished clean
- RSZ-0062 raised after global routing: false
- Pwr Total: around 0.0048 W
- Layout cell share with drive strength beyond 1: 0.161
- Seq share, synth: 0.777
- Least-Margin Pin Slew: 926 ps
- Die Wd: about 250 µm
- Floorplan row count: around 91
- Yosys stat chip area: around 25000 µm²
- Fmax: 159 MHz
- Clock network fraction of total power: 0.410
- First-pass GRT wire length: 102000 µm
- Tool warning count: 26
- Async SR Flop Fraction: 0
- # hold bufs at CTS: 0
- Yosys warns: 1
- Ys flops: approximately 650
- Number of DRC markers in iteration 0: between 1000 and 1500
- Peak VDD IR: about 0.00010 V
- Fp_density: 0.406
- P per Cell Area: about 170 nW/µm²
- Worst r2r src: blockram[47][7]$_DFFE_PP_
- Worst Setup End Kind: register
- Number of synthesized flops with an enable pin: ~650
- Mapped Cells: about 1500
- Worst path required time: approximately 12000 ps
- Cell taking the most area after synthesis: edfxtp_1
- Total Wirelength: approximately 70000 µm
- Port Buffer Count: 28
- GPL Wtd Cong: 0.962
- Max-cap violation count: 0
- Initial antenna violation count: 2
- Placed insts: around 2300
- Worst hold margin: around 790 ps
- Synthesized area: 25100 µm²
- DRC: 0
- Most used cell, CP: buf_4
- Worst Hold End: read_element_out[5]$_DFFE_PP_
- Clock Latency Late Sink: roughly 600 ps
- CP max-delay cell: nor4_1
- Hold Crit Class: register to register
- Critical-path maximum fanout: approximately 40
- Period minus WS final: about 6300 ps
- Worst-case clock buffer depth: 3
- Slew Limit Fails: 0
- I/O pins: 30
- Max incr delay on CP: slightly above 800 ps
- Sw frac: 0.218
- Top cells by area: edfxtp_1 78%, a221oi_1 3.6%, a22oi_1 2.7%
- CTS tree: built
- Vias in the first global route: approximately 15000
- Vias: 14515
- Post-CTS setup buffer count: 0
- Final Setup Violations: 0
- Final-report hold violation count: 0
- R2R cell count: 5
- Via-to-Cell Ratio: 5.97
- Post-cts resize count: 0
- Combinational power share: 0.057
- Antenna viol nets, final: 0
- Final Cell Area: 28700 µm²
- Setup total negative slack: 0 ps
- Total CTS buffers: 69
- GRT Total Usage: 0.247
- Number of clock sinks: about 650
- Fin Clk Skew: roughly 27 ps
- Cells along the critical path: buf_4 -> buf_4 -> buf_4 -> nor2_4 -> buf_4 -> a221oi_1 -> nor3_1 -> nor4_1 -> o21ai_1 -> or4b_1
- Ant. Diodes: 0
- Largest net degree at the start of global routing: about 65
- Dominant cell area share: 0.777
- Post-layout period usage of the worst path: 0.527
- Int Pwr: 0.00372 W
- Critical path class: input port to register
- RR Endpoint: read_element_out[7]$_DFFE_PP_
- Slew headroom: 0.377
- Dpl cell area: ~27000 µm²
- Pre-Repair DR Iteration Count: 7
- Root Buffer Master: clkbuf_16
- Worst-path clk slew: 60 ps
- Die span in y: about 250 µm
- Finished Layout Cells: about 2400
- Leak: 9.05 nW
- Post-synth cell types: 58
- Critical path startpoint category: input port
- Worst hold start: blockram[61][5]$_DFFE_PP_
- Core Area: 61800 µm²
- Switching power: 0.00104 W
- Wire per inst: 28.9 µm
- Main flop type: edfxtp_1
- Flop pwr share: 0.534
- WP data arrival: about 6600 ps
- Synthesized area per cell: 17.3 µm²
- Die Area: about 64000 µm²
- Area grow syn2layout: 14.1%
- H-tree levels: 3
- Worst hold stages: 3
- Post-DP HPWL: about 40000 µm
- Reg2reg setup slack: between 9000 and 10000 ps
- Ys cells: between 1000 and 1500
- Grt ovf: 0
[through the flow]
stage,setup WS [ps],utilization
detailed placement,5160,0.431
floorplan,7390,-
CTS,5760,0.463
global route,5610,0.463
global placement,5200,0.431
finish,5620,0.463
[worst max path at each step]
stage	start	to	cells after the start
CTS	access_set_addr_in[1]	blockram[22][2]$_DFFE_PP_	8
global route	access_set_addr_in[1]	read_element_out[3]$_DFFE_PP_	10
finish	access_set_addr_in[1]	read_element_out[7]$_DFFE_PP_	10
[metal layers]
layer  vias to the layer above  part of all wire  track usage
met1                      7235              0.35        0.319
met5                         -            0.0012      0.00695
met3                       146              0.16        0.182
met4                         6             0.032       0.0635
met2                       923              0.45        0.345
li1                       6205                 -            -
[flip-flops by register name, summed over array words and instances (netlist names)]
signal and cells:
read_element_out 10, blockram 640
[final cells by class]
type	count	area [µm²]
clock buffers	85	1830
inverters	4	15.0
multi-input cells	689	5040
well taps	837	1050
repair buffers	135	1030
clock inverters	32	176
flip-flops and latches	650	19500
fillers	5102	33200
[cell families after synthesis]
kind of cell | synth area share
DFF | 0.777
and+or+nand+nor | 0.0379
muxes | 0.0470
AOI/OAI and AO/OA | 0.114
buffers and inverters | 0.0235
[cells in the mapped netlist, drive strengths merged (4+ instances only)]
| cell type | number |
|---|---|
| buf | 78 |
| a221oi | 105 |
| nand2b | 4 |
| o221ai | 12 |
| mux2 | 21 |
| a31oi | 5 |
| clkbuf | 30 |
| or4 | 4 |
| a22o | 19 |
| nor3 | 17 |
| o2bb2ai | 4 |
| nor2b | 7 |
| mux4 | 17 |
| a22oi | 89 |
| edfxtp | 650 |
| a21oi | 29 |
| nand3 | 11 |
| o22a | 6 |
| o32ai | 6 |
| o22ai | 39 |
| mux2i | 56 |
| nor2 | 117 |
| inv | 4 |
| o21ai | 38 |
| a211oi | 8 |
| nand2 | 38 |
| and2 | 4 |
[critical path, delay by kind of cell]
family / cells / cell delay [ps]
AOI/OAI and AO/OA: 2 / 540
buffers and inverters: 4 / 1980
and+or+nand+nor: 4 / 1530
[power by group through the flow]
| stage | Clock [W] | Sequential [W] | Combinational, W |
|---|---|---|---|
| 4_1_cts | 0.00197 | 0.00254 | 0.000267 |
| 5_1_grt | 0.00205 | 0.00254 | 0.000287 |
| 6_report | 0.00195 | 0.00254 | 0.000269 |
[placed cells by master, fill, tap and decap left out, types with 19 or more instances in the layout]
master and instances:
a21oi_1 29, a221oi_1 102, a22o_1 19, a22oi_1 89, buf_4 109, clkbuf_16 71
clkinv_1 19, edfxtp_1 650, mux2_2 19, mux2i_1 56, nand2_1 38, nor2_1 114
o21ai_0 36, o22ai_1 39
Power figures rest on the tool's default switching activity, not on a simulated workload.
